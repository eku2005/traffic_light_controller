==> /design/flow/design.v <==
`timescale 1ns/1ps
module traffic_light_controller(
    input  wire       clk,     
    input  wire       reset,   
    input  wire       Sa,      
    input  wire       Sb,      
    output reg        Ra, Ya, Ga,   
    output reg        Rb, Yb, Gb    
);
    localparam [1:0]
        A_GREEN  = 2'b00,   
        A_YELLOW = 2'b01,   
        B_GREEN  = 2'b10,   
        B_YELLOW = 2'b11;   
    localparam integer GREEN_MAX  = 100;
    localparam integer YELLOW_MAX =  20;
    reg [1:0] state, next_state;
    integer   timer;
    always @(posedge clk) begin
        if (reset) begin
            state <= A_GREEN;
            timer <= 0;
        end else begin
            state <= next_state;
            if (next_state == state)
                timer <= timer + 1;
            else
                timer <= 0;
        end
    end
    always @(*) begin
        case (state)
            A_GREEN:  next_state = (timer >= GREEN_MAX || Sa) ? A_YELLOW : A_GREEN;
            A_YELLOW: next_state = (timer >= YELLOW_MAX)       ? B_GREEN  : A_YELLOW;
            B_GREEN:  next_state = (timer >= GREEN_MAX || Sb) ? B_YELLOW : B_GREEN;
            B_YELLOW: next_state = (timer >= YELLOW_MAX)       ? A_GREEN  : B_YELLOW;
            default:  next_state = A_GREEN;
        endcase
    end
    always @(*) begin
        {Ra,Ya,Ga} = 3'b000;
        {Rb,Yb,Gb} = 3'b000;
        case (state)
            A_GREEN:  {Ra,Ya,Ga,Rb,Yb,Gb} = 6'b0_0_1_1_0_0;
            A_YELLOW: {Ra,Ya,Ga,Rb,Yb,Gb} = 6'b1_1_0_1_0_0;
            B_GREEN:  {Ra,Ya,Ga,Rb,Yb,Gb} = 6'b1_0_0_0_0_1;
            B_YELLOW: {Ra,Ya,Ga,Rb,Yb,Gb} = 6'b1_0_0_1_1_0;
        endcase
    end
endmodule
==> /design/flow/run.sh <==
#!/bin/bash
# OpenROAD 26Q1-2900-gdf79404cd8, Yosys 0.63+post, stock flow scripts
make -C /OpenROAD-flow-scripts/flow DESIGN_CONFIG=/design/flow/config.mk WORK_HOME=/design/flow/orfs finish
==> /design/flow/config.mk <==
export PLATFORM = sky130hd
export DESIGN_NAME = traffic_light_controller
export DESIGN_NICKNAME = traffic_light_controller
export VERILOG_FILES = /design/flow/design.v
export SDC_FILE = /design/flow/constraint.sdc
export NUM_CORES = 4
export LEC_CHECK = 1
export CORE_AREA = 10 10 100 100
export DIE_AREA = 0 0 110 110
==> /design/flow/constraint.sdc <==
current_design traffic_light_controller

set clk_period 6.1
set clk_io_pct 0.2

create_clock -name clk0 -period $clk_period [get_ports {clk}]

set non_clock_inputs [all_inputs -no_clocks]
set_input_delay [expr $clk_period * $clk_io_pct] -clock clk0 $non_clock_inputs
set_output_delay [expr $clk_period * $clk_io_pct] -clock clk0 [all_outputs]
==> reports/notes.md <==
The run finished with clean final reports. With the cell count in the Yosys report at 198, the number of buffers inserted by hold repair at cts is 0. The worst register-to-register path has a depth of 5. Pin placement for this block handled 10 I/O pins. The number of warnings reported in the yosys synthesis log was 1.

As logged by OpenROAD, the buffers inserted on ports number 9. The highest supply drop recorded on VDD is 65.1 µV. In the CTS report, the clock slew at the register clock pins of the worst setup and hold paths is listed as 0.06 ns. The worst setup path is captured at an output port. The pin slew with the least headroom to its limit works out to 0.830 ns. Setup repair after global routing left no endpoint under its margin. Entering global routing, the biggest net connects 33 pins.

The report lists the power per cell area as 204 nW/µm². The stage logs contain a warning count of 26. The later pin in the worst-skew pair is clocked with a latency of 0.28 ns.

The worst setup path is launched from a flip-flop. For the post-synthesis instance area, the log shows 1670 µm². With the global-route wire length before repair at 5.38 mm, the number of enable flip-flop cells is 0. The share of post-route cells with drive strength above 1 was 0.0769. Final clock period utilization by the worst path: 0.440. The setup fix buffers added after clock tree synthesis came out at 0. For the placed wire-length estimate, the log shows 2.11 mm. The capture point of the critical path was reported as Ga.

The initial detailed-routing violation count came out at 64. The average wire per cell in the routed design is 10.0 µm. The post-synthesis async set-or-reset flop share works out to 0.

The arrival time of data at the worst endpoint is listed as 1.47 ns. In the synthesized netlist, the cells that appear most often are sky130_fd_sc_hd__nor2_1, sky130_fd_sc_hd__dfxtp_1, sky130_fd_sc_hd__xor2_1. A synthesized cell averages 8.43 µm².

The clock arrives with 0.00858 ns of skew. From synthesis to final layout, the design area changed by 16.5%. The run gives 824 for the number of fillers in the final layout. According to the hold report, the worst path is of the reg -> reg type. The critical path goes through or2_2 > inv_1 > clkdlybuf4s50_1.

Overall power after layout: 0.397 mW. The overall global routing resource usage is 0.0527, and the routed wire length is 3.10 mm. The instance count of the mapped netlist was 198.

The clock passes through at most 2 buffers. Row generation in the floorplan step produced 32 rows. Yosys attributes the largest share of cell area to sky130_fd_sc_hd__dfxtp_1, sky130_fd_sc_hd__xor2_1, sky130_fd_sc_hd__nor2_1. The run gives 5 as the number of clock buffers inserted by TritonCTS. The run gives 6 for the highest fanout seen on the critical path. In this run the critical register-to-register path is launched from timer[10]. Per the STA report, the cell with the highest stage delay on the worst path is sky130_fd_sc_hd__clkdlybuf4s50_1. The total global routing overflow is 0. According to the timing report, the critical path is launched from state[1].

After clock tree synthesis, the repair step resized 0 gates. With the final antenna-violating net count at 0, the buffer-and-inverter tally for the worst setup path is 2. Worst max-slew margin expressed relative to the limit: 0.444. By startpoint and endpoint, the worst setup path is classified as reg -> out.

The region available for standard cell placement spans 7810 µm². The run gives 0.408 as the share of synthesized area occupied by flip-flops and latches. Max-cap violations in this run came to 0. The cell sitting at the root of the clock tree is a sky130_fd_sc_hd__clkbuf_8. According to the floorplan report, the die width is 110 µm.

With the count of pins over their slew limit at 0, the standby leakage power is 0.644 nW. The longest individual stage delay on the worst path was 0.45 ns. TritonCTS built the clock tree.

Synthesis instantiated 33 different standard cells from the library. With the path length in cells of the critical path at 3, the number of inserted diodes is 0. After detailed routing, the number of remaining DRC violations is 0. According to the CTS report, the clock sink count is 34. The required time of the worst setup path was 4.88 ns. Looking at area per cell type in the netlist, the leader is sky130_fd_sc_hd__dfxtp_1. The logs give 2 for the number of levels in the clock H-tree and 0 for the initial antenna violation count.

The synthesized chip area reported by yosys is 1670 µm². With the vertical die dimension at 110 µm, the final tally of hold violations is 0. STA lists the endpoint of the worst register-to-register path as timer[27]. Using the TritonRoute via totals, the vias-per-cell ratio works out to 4.25. The final timing report counts setup violations totalling 0. Looking at hold timing, the worst path starts from timer[0]. The via count of the first global-routing pass is 1178. After its last routability iteration, the placer logged a weighted congestion of 0.809. On the critical path the largest part of the delay comes from buffers and inverters. The iteration count recorded for the first detailed-route pass is 4. The most frequently used library cell after synthesis is sky130_fd_sc_hd__nor2_1. Setup total negative slack on the finished layout was measured at 0 ns. The slack of the worst reg-to-reg path came out at 4.04 ns.

The die outline area is 12100 µm², and the post-synthesis sequential element count is 34. The final timing report derives a shortest allowable period of 2.69 ns. The final route contains 1318 vias. The dominant synthesized flop cell is sky130_fd_sc_hd__dfxtp_1. The run gives 0.214 as the initial cell density of the core. The fraction of synthesized cell area taken by the top area cell type is 0.408, and the maximum clock frequency is 372 MHz.
[cells in the final DEF (no fill, tap or decap), types with 3 or more instances in the layout]
cell                              instances
sky130_fd_sc_hd__a21oi_1                  3
sky130_fd_sc_hd__and2_1                   3
sky130_fd_sc_hd__and3_1                   4
sky130_fd_sc_hd__clkbuf_8                 5
sky130_fd_sc_hd__clkdlybuf4s50_1          9
sky130_fd_sc_hd__dfxtp_1                 34
sky130_fd_sc_hd__inv_1                    9
sky130_fd_sc_hd__nand2_1                 13
sky130_fd_sc_hd__nand3_1                 11
sky130_fd_sc_hd__nand4_1                 11
sky130_fd_sc_hd__nor2_1                  38
sky130_fd_sc_hd__nor4_1                   7
sky130_fd_sc_hd__o21ai_0                  4
sky130_fd_sc_hd__or3_1                    3
sky130_fd_sc_hd__xnor2_1                  5
sky130_fd_sc_hd__xor2_1                  23
[worst min-delay path by stage]
stage	to	slack, ns	cells after the start
CTS	timer[0]	0.49	1
global route	timer[0]	0.53	1
finish	timer[0]	0.48	1
[cell families (layout without fill, tap and decap cells)]
kind of cell | count (synthesis) | count (layout) | share of synthesized area
simple gates | 102 | 102 | 0.326
flops | 34 | 34 | 0.408
xor+xnor | 28 | 28 | 0.147
buf+inv | 17 | 27 | 0.0427
compound gates | 14 | 14 | 0.0555
fa+ha+maj | 2 | 2 | 0.0150
mux | 1 | 1 | 0.00600
[state kept, by name (all words and copies together) (netlist names)]
name	flops
timer	32
state	2
[area by class of cell]
| class | instances | area [µm²] | area share |
|---|---|---|---|
| tap | 102 | 128 | 0.0656 |
| timing repair buffer | 11 | 105 | 0.0541 |
| sequential | 34 | 681 | 0.350 |
| clock buffer | 6 | 72.6 | 0.0373 |
| inverter | 9 | 33.8 | 0.0174 |
| clock inverter | 1 | 7.51 | 0.00386 |
| multi-input combinational | 147 | 917 | 0.472 |
[through the flow]
| stage | setup WS, ns | instance area [µm²] | utilization | hold slack (ns) | std cells |
|---|---|---|---|---|---|
| final | 3.41 | 1940 | 0.249 | 0.476 | 310 |
| after global routing | 3.31 | 1940 | 0.249 | 0.525 | 310 |
| after CTS | 3.39 | 1940 | 0.249 | 0.486 | 310 |
| after detailed placement | 3.43 | 1860 | 0.239 | 0.471 | 303 |
| after global placement | 3.47 | 1860 | 0.239 | 0.466 | 303 |
| after floorplan | 4.00 | 1670 | - | 0.441 | 198 |
[metal layers]
layer / vias to the layer above / wire length [µm] / track usage
met3: 2 / 217 / 0.0147
met1: 597 / 1560 / 0.0754
met4: 0 / 41 / 0.0102
met2: 27 / 1280 / 0.0783
met5: - / 0 / 0
li1: 692 / - / -
[power by group]
group / switching (mW) / leakage, nW / internal, mW
Clock: 0.0754 / 0.0373 / 0.0781
Combinational: 0.00940 / 0.333 / 0.00799
Sequential: 0.00193 / 0.274 / 0.224
Total: 0.0867 / 0.644 / 0.310
Power is estimated from default activity; no workload was simulated.
